## ./design.v

```verilog
module generate_d(input clk, reset_n, compute,
						input [31:0] e, phi,
						output logic [31:0] d,
						output logic generated_done);
	enum logic [3:0] {	RESET, WAIT, INIT_MODMULT, INIT_DONE, INIT_RESET, INIT_RESET_DONE, MODMULT_LOOP_0, MODMULT_LOOP_1, COMPARE, DECREMENT, FINISHED
							}
							state, next_state;
	logic [31:0] s, s_holder, dholder;
	logic modmult_ready, modmult_done, modmult_reset;
	modular_multiplication mm0(.clk(clk), .reset_n(modmult_reset), .modmult_ready(modmult_ready),
										.base(e), .power(dholder), .denominator(phi),
										.modmult_done(modmult_done),
										.result(s));  
	always_ff @ (posedge clk, negedge reset_n) begin
		if (reset_n == 1'b0) begin
			state = RESET;
		end 
		else begin
			state = next_state;
		end
	end
	always_comb begin
		next_state = state;
		unique case (state)
			RESET: begin
				next_state = WAIT;
			end
			WAIT: begin
				if (compute == 1'b1)
					next_state = INIT_MODMULT;
			end
			INIT_MODMULT: begin
				if(modmult_done == 1'b1)
					next_state = INIT_DONE;
			end
			INIT_DONE: begin
					next_state = INIT_RESET;
			end
			INIT_RESET: begin
				next_state = INIT_RESET_DONE;
			end
			INIT_RESET_DONE: begin
				next_state = MODMULT_LOOP_0;
			end
			MODMULT_LOOP_0: begin
				if(modmult_done == 1'b1)
					next_state = MODMULT_LOOP_1;
			end
			MODMULT_LOOP_1: begin
				next_state = COMPARE;
			end
			COMPARE: begin
				if(s_holder != 32'd1)  
					next_state = INIT_RESET;
				else if(s_holder == 32'd1)
					next_state = DECREMENT;
			end
			DECREMENT: begin
				next_state = FINISHED;
			end
			FINISHED: begin
				if(compute == 1'b0)
					next_state = WAIT;
				else
					next_state = FINISHED;
			end
		endcase
	end
	always_ff @(posedge clk) begin
		unique case (state)
			RESET: begin
				modmult_reset <= 1'b0;  
				modmult_ready <= 1'b0;  
				generated_done <= 1'b0;  
				dholder <= 32'd1;
				d <= 32'd5;
				s_holder <= 32'd0;
			end
			WAIT: begin
				modmult_reset <= 1'b1;
			end
			INIT_MODMULT: begin
				modmult_ready = 1'b1;
			end
			INIT_DONE: begin
				modmult_ready = 1'b0;
				s_holder = s;
			end
			INIT_RESET: begin
				modmult_reset = 1'b0;
			end
			INIT_RESET_DONE: begin
				modmult_reset = 1'b1;
			end
			MODMULT_LOOP_0: begin
				modmult_ready = 1'b1;
			end
			MODMULT_LOOP_1: begin
				modmult_ready <= 1'b0;  
				s_holder <= s;  
				dholder <= dholder + 1'b1;  
			end
			COMPARE: begin
			end
			DECREMENT: begin
				d = dholder - 1'b1;
			end
			FINISHED: begin
				generated_done = 1'b1;
			end
		endcase
	end
endmodule
module modular(input clk, reset_n, modular_ready,
					input [31:0] numerator, denominator,
					output logic modular_done,
					output logic [31:0] result);
		enum logic [2:0] {	RESET, WAIT, MOD_INIT, MOD_ASSIGN, MOD_DONE
						}
						state, next_state;
		logic [31:0] sub_hold, numerator_hold, denominator_hold;
		always_ff @ (posedge clk, negedge reset_n) begin
			if (reset_n == 1'b0) begin
				state = RESET;
			end 
			else begin
				state = next_state;
			end
		end
		always_comb begin
		next_state = state;
			unique case (state)
				RESET: begin
					next_state = WAIT;
				end
				WAIT: begin
					if (modular_ready == 1'b1)
						next_state = MOD_INIT;
				end
				MOD_INIT: begin
					if(numerator_hold < denominator_hold)
						next_state = MOD_DONE;
					else
						next_state = MOD_ASSIGN;
				end
				MOD_ASSIGN: begin
						next_state = MOD_INIT;
				end
				MOD_DONE: begin
					if(modular_ready == 1'b0)
						next_state = WAIT;
				end
				default: ;
			endcase
		end
		always_ff @(posedge clk) begin
			unique case (state)
				RESET: begin
					result <= 32'd0;
					sub_hold <= 32'd0;
					numerator_hold <= 32'd0;
					denominator_hold <= 32'd0;
					modular_done <= 1'b0;
				end
				WAIT: begin
					numerator_hold <= numerator;
					denominator_hold <= denominator;
				end
				MOD_INIT: begin
					sub_hold = numerator_hold - denominator_hold;
				end
				MOD_ASSIGN: begin
					numerator_hold = sub_hold;
				end
				MOD_DONE: begin
					result = numerator_hold;
					modular_done = 1'b1;
				end
				default: ;
			endcase
		end
endmodule 
module modular_multiplication(input clk, reset_n, modmult_ready,
										input [31:0] base, power, denominator,
										output logic modmult_done,
										output logic [31:0] result);
	logic [31:0] product, modulo_result;
	logic modular_ready, modular_done; 
	logic mult_ready, mult_done;
	logic [31:0] d, e, phi;
	modular modular0(.clk(clk), .reset_n(reset_n), .modular_ready(modular_ready), .numerator(product), .denominator(phi), .modular_done(modular_done), .result(modulo_result));
	multiplier_sm mult0(.clk(clk), .reset_n(reset_n), .mult_ready(mult_ready), .in1(d), .in2(e), .mult_done(mult_done), .out(product));
		enum logic [2:0] {	RESET, WAIT, MULTIPLY, MULTIPLY_DONE, MODULO, MODULO_DONE, MODMULT_DONE
							}
							state, next_state;
		always_ff @ (posedge clk, negedge reset_n) begin
			if (reset_n == 1'b0) begin
				state = RESET;
			end 
			else begin
				state = next_state;
			end
		end
	always_comb begin
		next_state = state;
			unique case (state)
				RESET: begin
					next_state = WAIT;
				end
				WAIT: begin
					if (modmult_ready == 1'b1)
						next_state = MULTIPLY;
				end
				MULTIPLY: begin
					if(mult_done == 1'b1)
						next_state = MULTIPLY_DONE;
				end
				MULTIPLY_DONE: begin
					next_state = MODULO;
				end
				MODULO: begin
					if(modular_done == 1'b1)
						next_state = MODULO_DONE;
				end
				MODULO_DONE: begin
					next_state = MODMULT_DONE;
				end
				MODMULT_DONE: begin
					if(modmult_ready == 1'b0)
						next_state = WAIT;
				end
				default: ;
			endcase
		end
		always_ff @(posedge clk) begin
			unique case (state)
				RESET: begin
					result <= 32'd0;
					mult_ready <= 1'b0;
					modular_ready <= 1'b0;
					modmult_done <= 1'b0;
					d <= 32'd0;
					e <= 32'd0;
					phi <= 32'd0;
				end
				WAIT: begin
					d <= base;
					e <= power;
					phi <= denominator;
				end
				MULTIPLY: begin
					mult_ready <= 1'b1;
				end
				MULTIPLY_DONE: begin
					mult_ready = 1'b0;
				end
				MODULO: begin
					modular_ready = 1'b1;
				end
				MODULO_DONE: begin
					modular_ready = 1'b0;
					result = modulo_result;
				end
				MODMULT_DONE: begin
					modmult_done = 1'b1;
				end
				default: ;
			endcase
		end
endmodule 
module multiplier_sm (input clk, reset_n, mult_ready,
							input [31:0] in1,in2,
							output logic mult_done,
						 output logic [31:0] out);
		logic [31:0] counter;
		logic [31:0] temp_sum;
		enum logic [2:0] {	RESET, WAIT, MULTIPLY_LOOP_0, MULTIPLY_LOOP_1, MULTIPLY_DONE
							}
							state, next_state;
		always_ff @ (posedge clk, negedge reset_n) begin
			if (reset_n == 1'b0) begin
				state <= RESET;
				counter <= 32'd0;
			end 
			else begin
				state = next_state;
				if (state == MULTIPLY_LOOP_0)
					counter <= counter + 1'b1;
			end
		end
		always_comb begin
			next_state = state;
			unique case (state)
				RESET: begin
					next_state = WAIT;
				end
				WAIT: begin
					if (mult_ready == 1'b1)
						next_state = MULTIPLY_LOOP_0;
				end
				MULTIPLY_LOOP_0: begin
					if(counter == (in2 + 1'b1))
						next_state = MULTIPLY_DONE;
					else if(counter < (in2 + 1'b1))
						next_state = MULTIPLY_LOOP_1;
				end
				MULTIPLY_LOOP_1: begin
						next_state = MULTIPLY_LOOP_0;
				end
				MULTIPLY_DONE: begin
					if(mult_ready == 1'b0)
						next_state = WAIT;
				end
				default: ;
			endcase
		end
		always_ff @(posedge clk) begin
			unique case (state)
				RESET: begin
					out <= 32'd0;
					temp_sum <= 32'd0;
					mult_done <= 1'b0;
				end
				WAIT: begin
				end
				MULTIPLY_LOOP_0: begin
					temp_sum = out + in1;
				end
				MULTIPLY_LOOP_1: begin
					out = temp_sum;
				end
				MULTIPLY_DONE: begin
					mult_done = 1'b1;
				end
				default: ;
			endcase
		end
endmodule	
```

## ./constraint.sdc

```tcl
current_design generate_d

set clk_period 1.9
set clk_io_pct 0.2

create_clock -name clk0 -period $clk_period [get_ports {clk}]

set non_clock_inputs [all_inputs -no_clocks]
set_input_delay [expr $clk_period * $clk_io_pct] -clock clk0 $non_clock_inputs
set_output_delay [expr $clk_period * $clk_io_pct] -clock clk0 [all_outputs]
```

## ./run.sh

```bash
#!/bin/bash
# OpenROAD 26Q1-2900-gdf79404cd8, Yosys 0.63+post, stock flow scripts
make -C /OpenROAD-flow-scripts/flow DESIGN_CONFIG=/design/flow/config.mk WORK_HOME=/design/flow/orfs finish
```

## ./config.mk

```make
export PLATFORM = sky130hd
export DESIGN_NAME = generate_d
export DESIGN_NICKNAME = generate_d
export VERILOG_FILES = /design/flow/design.v
export SDC_FILE = /design/flow/constraint.sdc
export NUM_CORES = 4
export LEC_CHECK = 1
export CORE_UTILIZATION = 30
```

==> results.ini <==
[logic_synthesis]
yosysTopAreaCell=edfxtp_1
synth_top_area_share_pct=53.7
synth_area_um2=23700
seq_area_frac_synth_pct=59.9
ff_type=edfxtp_1
edf_count=424
yosys-stat-area_um2=23700
async_flop_share_pct=12.0
avgSynthCellArea_um2=12.3
yosysCellCount=1919
area_leaders=edfxtp_1, and2_1, dfrtp_1
synthCells=1919
ys_ff=482
synthDistinctLibCells=75
synth_warnings=4

[floorplanning]
core_util_floorplan_pct=30.4
rows=102
dieArea_um2=80100
die_width_um=283
core_area_um2=77800
chipHeight_um=283
ios=100

[finish]
drive_above_1_share_pct=33.0
area_growth_syn_to_layout_pct=39.2
fillerInstances=6937
fin_area_um2=33000

[cts]
clk_pin_slew_ns=0.06
cts_buffers=51
cts_tree=yes
htree_levels=2
cts-root-buf=clkbuf_16
clock-sinks=482
clockBufferDepth=3
cts_hold_buf=0
clkLatencyLatePin_ns=0.62

[timing]
fin_ws_ns=-1.75
finalHoldViolCount=0
skew_ns=0.0353
drv_slew=0
worstMarginPinSlew_ns=0.740
tns_ns=-109.86
relSlewSlack_pct=50.7
whs_ns=0.109
finalCritPeriodShare_pct=192
rsz0062_at_grt=true
fin_crit_ns=3.65
max_freq_mhz=274
finalSetupViolCount=137

[setup_path]
cp_slowest_stage_delay_ns=0.42
slowest_stage=a2111oi_4
regToRegEndpoint=mm0.mult0.counter[21]
crit_required_ns=2.39
worstSetupPathType=flop to flop
regToRegSetupSlack_ns=-1.75
crit_arrival_ns=4.13
worstSetupStartpointType=flop
reg2reg_depth=17
path_cells=and3_4, and3_4, and3_4, and4_4, nand3_4, nor2_4, nand4_1, xor2_1, ha_1, nand3_1, nor3_1, nand4_1, and2_4, a2111oi_4, buf_4, nand2_1, xnor2_1
timing.critical_path.mode_cell=and3_4
reg2reg_from=mm0.e[3]
critPathLaunch=mm0.e[3]
crit_path_end_kind=flop
critPathMaxFanout=5

[routing]
routed_wl_um=53100
drtIter0Drc=775
avgViaCountPerCell=4.51
vias=16000
antennaDiodeCount=0
drc=0
ant_nets=0
first_pass_iters=5
wire_per_inst_um=15.0

[run_status]
status=finished, violations left
violations=setup timing

[global_route]
grt_max_degree=68
antenna_found_initial=1
gr-usage-all-layers_pct=13.8
grt_pass1_vias=16400
grt_overflow=0
grt_first_pass_wirelength_um=85200

[flow_run]
log.warning_count=29
drv_cap=0

[hold_path]
hold_class=input port to asynchronous set/reset pin

[placed_design]
gp_congestion=0.891
place_hpwl_um=36700
port_buffers=99
place_ws_ns=-1.80
dpl_cell_area_um2=29400

[power]
ir_drop_v=0.000916
pwr_density_cell_nw_per_um2=1550
p_leak_nw=13.3
total_power_mw=51.2

[critical path, delay by kind of cell (launching register included)]
kind / cells / cell delay, ns
AND-OR/OR-AND: 1 / 0.42
flip-flops: 1 / 0.36
XOR/XNOR: 2 / 0.31
adder cells (fa/ha/maj): 1 / 0.29
buffers and inverters: 1 / 0.23
AND/OR/NAND/NOR: 12 / 1.94
[kinds of logic (layout without fill, tap and decap cells)]
group | count (synthesis) | after routing | share of synthesized area (%)
flip-flops | 482 | 482 | 59.9
AND-OR/OR-AND | 294 | 294 | 8.42
other | 1 | 2 | 0.0158
XOR/XNOR | 148 | 148 | 5.47
buffers and inverters | 147 | 735 | 2.45
adder cells (fa/ha/maj) | 101 | 101 | 5.40
multiplexers | 5 | 5 | 0.217
AND/OR/NAND/NOR | 741 | 741 | 18.1
[worst max path at each step]
stage                           end  slack [ns]  cells after the start
global route  mm0.mult0.counter[26]       -1.93                     17
CTS           mm0.mult0.counter[31]       -1.69                     17
finish        mm0.mult0.counter[21]       -1.75                     17
[state kept, by name (all words and copies together) (netlist names), 11 cells and up]
| register | cells |
|---|---|
| mm0.d | 32 |
| mm0.modular0.result | 32 |
| dholder | 32 |
| mm0.result | 32 |
| mm0.mult0.counter | 32 |
| mm0.modular0.sub_hold | 32 |
| mm0.mult0.temp_sum | 32 |
| mm0.mult0.out | 32 |
| state | 11 |
| mm0.e | 32 |
| mm0.modular0.numerator_hold | 32 |
| mm0.modular0.denominator_hold | 32 |
| mm0.phi | 32 |
| d | 32 |
| s_holder | 32 |
[power by group]
| part | leakage, nW | internal (mW) | total [mW] | switching (mW) |
|---|---|---|---|---|
| logic | 7.29 | 12.6 | 23.7 | 11.1 |
| registers | 5.22 | 15.9 | 17.6 | 1.69 |
| clock network | 0.819 | 5.75 | 9.96 | 4.22 |
[cell usage after synthesis, types with 14 or more instances]
cell / count
a21oi_1: 61
inv_1: 65
nand4_1: 25
dfrtp_1: 56
or2_2: 15
and4_1: 14
nor3_1: 24
nand2_1: 77
a211oi_1: 16
or3_1: 15
clkbuf_1: 72
xor2_1: 70
ha_1: 99
edfxtp_1: 424
xnor2_1: 78
and3_1: 31
a21o_1: 33
a22o_1: 33
nand3_1: 57
nor2_1: 92
nor2b_1: 43
o21ai_0: 62
and2_1: 292
[cells in the final DEF (no fill, tap or decap), drive strengths merged, types with 5 or more instances in the layout]
| cell type | n |
|---|---|
| a211oi | 16 |
| a21boi | 13 |
| a21o | 33 |
| a21oi | 61 |
| a22o | 33 |
| a311oi | 6 |
| a31oi | 10 |
| and2 | 292 |
| and3 | 31 |
| and4 | 14 |
| buf | 476 |
| clkbuf | 62 |
| clkdlybuf4s50 | 95 |
| clkinv | 23 |
| clkinvlp | 5 |
| dfrtp | 56 |
| edfxtp | 424 |
| ha | 99 |
| inv | 66 |
| nand2 | 77 |
| nand2b | 15 |
| nand3 | 57 |
| nand4 | 25 |
| nor2 | 92 |
| nor2b | 43 |
| nor3 | 25 |
| nor3b | 5 |
| nor4 | 18 |
| o211ai | 9 |
| o21a | 7 |
| o21ai | 62 |
| o21bai | 9 |
| or2 | 15 |
| or3 | 15 |
| or4 | 10 |
| xnor2 | 78 |
| xor2 | 70 |
[per-layer routing]
metal  wire (um)  part of all wire (%)  track usage [%]
met5           0                     0                0
met1       25700                    48             21.6
met4         857                   1.6             1.97
met3        4120                   7.8             4.72
met2       22400                    42             19.8
[final cells by class]
cell class	instances	area [um2]	area share [%]
clock buffers	62	1380	4.18
repair buffers	575	4950	15.0
multi-input cells	1291	10600	32.1
clock inverters	33	325	0.986
inverters	65	246	0.747
flip-flops and latches	482	14200	43.0
well taps	1040	1300	3.95
[timing repair]
item | 4_1_cts | 5_1_grt
cloned | 1 | 1
pin swaps | 110 | 121
setup buffers | 57 | 45
setup endpoints to repair | 136 | 175
gates resized | 184 | 115
[per-stage QoR]
| step | instances | utilization (%) |
|---|---|---|
| 6_report | 3548 | 42.4 |
| 3_3_place_gp | 3383 | 37.8 |
| 3_5_place_dp | 3383 | 37.8 |
| 5_1_grt | 3548 | 42.4 |
| 4_1_cts | 3527 | 41.5 |
| 2_1_floorplan | 1920 | - |
Power is estimated from default activity; no workload was simulated.
