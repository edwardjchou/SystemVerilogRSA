### config.mk
export PLATFORM = sky130hd
export DESIGN_NAME = rsa_encrypt_nosm
export DESIGN_NICKNAME = rsa_encrypt_nosm
export VERILOG_FILES = /design/flow/design.v
export SDC_FILE = /design/flow/constraint.sdc
export NUM_CORES = 4
export LEC_CHECK = 1
export CORE_UTILIZATION = 50
### constraint.sdc
current_design rsa_encrypt_nosm

set clk_period 180.8
set clk_io_pct 0.2

create_clock -name clk0 -period $clk_period [get_ports {clk}]

set non_clock_inputs [all_inputs -no_clocks]
set_input_delay [expr $clk_period * $clk_io_pct] -clock clk0 $non_clock_inputs
set_output_delay [expr $clk_period * $clk_io_pct] -clock clk0 [all_outputs]
### design.v
module modular_exponentiation_nosm(input [31:0] base, power, denominator,
										output logic modexp_done,
										output logic [31:0] result);
	logic [31:0] product;
	logic [31:0] modular_done;
	multiplier mult0(.in1(power), .in2(base), .out(product));
	modular_nosm modular0(.numerator(product), .denominator(denominator), .modular_done(modular_done), .result(result));
	always_comb
	begin
		modexp_done = 1'b0;
		if(modular_done == 1'b1)
			modexp_done = 1'b1;
	end
endmodule 
module modular_nosm(input [31:0] numerator, denominator,
					output logic modular_done,
					output logic [31:0] result);
		always_comb
		begin
			result = numerator % denominator;
			modular_done = 1'b0;
			if(result < denominator)
				modular_done = 1'b1;		
		end
endmodule 
module multiplier (input [31:0] in1,in2,
						 output logic [31:0] out);
	assign out = in1 * in2;
endmodule	
module rsa_encrypt_nosm(input clk, reset_n, compute,
						input [31:0] M, e, n,
						output logic [31:0] C,
						output logic encrypt_done);
	enum logic [2:0] {	RESET, WAIT, MOD_EXP_LOOP_0, MOD_EXP_LOOP_1, MODULAR, FINISHED
							}
							state, next_state;
	logic [31:0] counter;
	logic [31:0] Cout, Cin, C_mod_in, Cfinal;
	logic [31:0] Cout_temp;
	logic modular_done, modexp_done;
	modular_exponentiation_nosm me0(.base(Cin), .power(M), .denominator(n), .modexp_done(modexp_done), .result(Cout));
	modular_nosm mod0(.numerator(C_mod_in), .denominator(n), .modular_done(modular_done), .result(Cfinal));
	always_ff @ (posedge clk, negedge reset_n) begin
		if (reset_n == 1'b0) begin
			state <= RESET;
			counter <= 32'd0;
		end 
		else begin
			if (state == MOD_EXP_LOOP_0)
				begin
				if(modexp_done == 1'b1)
					begin
					counter <= counter + 1'b1;
					state <= next_state;
					end
				end
			else
				state <= next_state;
		end
	end
	always_comb begin
		next_state = state;
		unique case (state)
			RESET: begin
				next_state = WAIT;
			end
			WAIT: begin
				if (compute == 1'b1)
					next_state = MOD_EXP_LOOP_0;
			end
			MOD_EXP_LOOP_0: begin
				if(counter == e)
					next_state = MODULAR;
				if(counter < e)
					next_state = MOD_EXP_LOOP_1;
			end
			MOD_EXP_LOOP_1: begin
					next_state = MOD_EXP_LOOP_0;
			end
			MODULAR: begin
				next_state = FINISHED;
			end
			FINISHED: begin
				if(compute == 1'b0)
					next_state = WAIT;
				else
					next_state = FINISHED;
			end
			default: ;
		endcase
	end
	always_ff @(posedge clk) begin
		unique case (state)
			RESET: begin
				Cin = 32'd1;
				C_mod_in = 32'd1;
				Cout_temp = 32'd0;
				C = 32'd0;
				encrypt_done = 1'b0;  
			end
			WAIT: begin
			end
			MOD_EXP_LOOP_0: begin
				if(modexp_done == 1'b1)
					Cout_temp = Cout;
			end
			MOD_EXP_LOOP_1: begin
				Cin = Cout_temp;
			end
			MODULAR: begin
					C_mod_in = Cin;  
			end
			FINISHED: begin
				C = Cfinal;
				encrypt_done = 1'b1;
			end
			default: ;
		endcase
	end
endmodule
### run.sh
#!/bin/bash
# OpenROAD 26Q1-2900-gdf79404cd8, Yosys 0.63+post, stock flow scripts
make -C /OpenROAD-flow-scripts/flow DESIGN_CONFIG=/design/flow/config.mk WORK_HOME=/design/flow/orfs finish
==> flow_metrics.py <==
# Physical implementation metrics
metrics = {
    "status": {
        "status": "finished, final reports clean",
    },
    "worst_hold_path": {
        "min_to": "counter[31]$_DFFE_PN0P_",
        "hp-start": "counter[31]$_DFFE_PN0P_",
        "hold-path-cell-count": 1,
        "min_path_type": "reg2reg",
    },
    "final_timing": {
        "maxSlewViolCount": 0,
        "period_used_pct": 72.4,
        "holdWs_ns": 0.481,
        "rsz0062_at_grt": "false",
        "worstMarginPinSlew_ns": 1.33,
        "fin_crit_ns": 130.89,
        "relSlewSlack_pct": 10.2,
        "finalHoldViolCount": 0,
        "finalSetupTns_ns": 0,
        "finalClockSkew_ns": 0.0170,
        "clock.fmax_mhz": 7.64,
        "setup_viol": 0,
    },
    "detailed_routing": {
        "first_pass_iters": 9,
        "routed_via_density": 6.32,
        "first_iter_violations": 7189,
        "vias": 86628,
        "wl_mm": 332,
        "drc": 0,
        "antenna_left": 0,
        "post_drt_wl_per_cell_um": 24.2,
    },
    "yosys": {
        "edf_count": 129,
        "synthArstFlopShare_pct": 22.8,
        "netlist_instances": 11511,
        "synth.top_cells.by_area": "ha_1 (19%), fa_1 (9.8%), nand2_1 (5.6%), xnor2_1 (5.2%), a21oi_1 (5.2%)",
        "synth.avg_cell_area_sq_um": 7.30,
        "ys_cells": 11511,
        "ys_seq_share_pct": 5.75,
        "yosys.area.top_type_share_pct": 18.6,
        "ys_ff": 167,
        "yosys_area_sq_mm": 0.0840,
        "top_area_cell": "ha_1",
        "synth_cell_types": 102,
        "yosys_warnings": 4,
        "netlist_area_sq_mm": 0.0840,
        "synthFlopType": "edfxtp_1",
    },
    "floorplan": {
        "fp.dieW_um": 412,
        "coreArea_sq_mm": 0.167,
        "rows": 150,
        "dieArea_sq_mm": 0.170,
        "pin_count": 132,
        "fp_util_pct": 50.3,
        "chipHeight_um": 412,
    },
    "setup_path": {
        "max_stage_delay_ns": 1.08,
        "worstReg2RegEnd": "Cout_temp[10]$_SDFFCE_PN0P_",
        "critPathTopFamily": "AND-OR/OR-AND gates",
        "path_common_cell": "ha_1",
        "worstPathRequired_ns": 181.00,
        "crit_arrival_ns": 131.09,
        "crit_path_top_delay_cell": "o21ai_0",
        "critical_path_class": "in2reg",
        "rrSetupSlack_ns": 85.67,
        "r2r_cells": 352,
        "path_buffers": 34,
        "critPathLaunchType": "input pin",
        "critical_path_peak_fanout": 37,
        "cp-end-kind": "flop",
        "r2r-start": "Cin[4]$_SDFFCE_PN0P_",
    },
    "clocking": {
        "path_clk_slew_ns": 0.08,
        "htreeDepth": 4,
        "ctsHoldBuffers": 0,
        "clock_latency_ns": 0.50,
        "cts_max_path_buffers": 2,
        "cts.sinks": 167,
        "ctsRootBufferMaster": "clkbuf_16",
        "cts_resized": 0,
        "cts_post_setup_buffers_inserted": 0,
        "tritoncts": "built",
        "cts_made_buffers": 17,
    },
    "place": {
        "gp_congestion": 1.09,
        "hpwl_mm": 267,
        "port_buffers": 131,
    },
    "grt": {
        "overflow": 0,
        "grt_max_degree": 49,
        "grt_pass1_vias": 80625,
        "grt_pass1_wl_mm": 493,
        "antenna_found_initial": 10,
        "grtUsageTotal_pct": 39.4,
    },
    "cells_and_area": {
        "syn2layout_area_growth_pct": 5.99,
        "lay_top_count": "ha_1",
        "drive_above_1_share_pct": 5.08,
        "final_cell_mix": "ha_1 (1246), nand2_1 (1245), nor2_1 (979)",
    },
    "flow_run": {
        "warning_count": 28,
        "cap_violations": 0,
    },
}
-- layout make-up --
cell class | instances | area [sq um]
inverter | 847 | 3190
fill | 16070 | 78000
antenna | 5 | 12.5
clock buffer | 17 | 425
clock inverter | 15 | 214
sequential | 167 | 4830
multi-input combinational | 10118 | 74700
tap | 2204 | 2760
timing repair buffer | 344 | 2910
-- synthesized netlist by cell type (75+ instances only) --
library cell,instances
ha_1,1246
nand2_1,1245
nor2_1,979
a21oi_1,865
inv_1,844
o21ai_0,617
xnor2_1,497
and2_1,489
fa_1,410
a21o_1,400
nor3_1,329
clkbuf_1,327
xor2_1,320
o21a_1,293
nand3_1,234
a31oi_1,163
or3_1,131
edfxtp_1,129
nor2b_1,128
nand4_1,126
nand2b_1,123
o211ai_1,103
mux2_2,99
and3_1,93
or2_2,91
o31ai_1,90
a211oi_1,88
o21bai_1,75
-- how the worst max path moves through the flow --
stage	start	endpoint	slack [ns]	cells after the start
finish	M[16]	Cout_temp[10]$_SDFFCE_PN0P_	49.91	352
CTS	M[12]	Cout_temp[10]$_SDFFCE_PN0P_	52.61	354
global route	M[16]	Cout_temp[10]$_SDFFCE_PN0P_	44.38	352
-- metrics by stage --
step | setup WS (ns) | area [sq um] | cells | util (%)
6_report | 49.91 | 89000 | 13717 | 53.3
5_1_grt | 44.38 | 89000 | 13713 | 53.3
4_1_cts | 52.61 | 89000 | 13712 | 53.3
3_5_place_dp | 52.49 | 88400 | 13680 | 52.9
3_3_place_gp | 54.33 | 88400 | 13680 | 52.9
2_1_floorplan | 64.71 | 84000 | 11511 | -
-- routing by layer --
metal	vias to the layer above	GRT usage, %	wire length, um
met5	-	0.113	85
met4	12	19.1	20000
met2	3915	59.2	143000
li1	41340	-	-
met1	40561	54.3	138000
met3	800	8.77	30300
-- kinds of logic (layout without fill, tap and decap cells) --
kind of cell    Yosys count  in the layout  synth area share, %
simple gates           4173           4173                 24.0
compound gates         3308           3308                 25.8
fa+ha+maj              1656           1656                 28.3
buf+inv                1226           1223                 5.51
xor+xnor                818            818                 8.55
flops                   167            167                 5.75
mux                     162            162                 2.08
other cells               1              6              0.00446
-- flip-flops by register name, summed over array words and instances (netlist names) --
name,count
C,32
state,6
encrypt_done,1
C_mod_in,32
counter,32
Cin,32
Cout_temp,32
