[flow/run.sh]
#!/bin/bash
# OpenROAD 26Q1-2900-gdf79404cd8, Yosys 0.63+post, stock flow scripts
make -C /OpenROAD-flow-scripts/flow DESIGN_CONFIG=/design/flow/config.mk WORK_HOME=/design/flow/orfs finish
[flow/config.mk]
export PLATFORM = sky130hd
export DESIGN_NAME = rsa_encrypt
export DESIGN_NICKNAME = rsa_encrypt
export VERILOG_FILES = /design/flow/design.v
export SDC_FILE = /design/flow/constraint.sdc
export NUM_CORES = 4
export LEC_CHECK = 1
export CORE_UTILIZATION = 50
[flow/constraint.sdc]
current_design rsa_encrypt

set clk_period 1.6
set clk_io_pct 0.2

create_clock -name clk0 -period $clk_period [get_ports {clk}]

set non_clock_inputs [all_inputs -no_clocks]
set_input_delay [expr $clk_period * $clk_io_pct] -clock clk0 $non_clock_inputs
set_output_delay [expr $clk_period * $clk_io_pct] -clock clk0 [all_outputs]
[flow/design.v]
module modular(input clk, reset_n, modular_ready,
					input [31:0] numerator, denominator,
					output logic modular_done,
					output logic [31:0] result);
		enum logic [2:0] {	RESET, WAIT, MOD_INIT, MOD_ASSIGN, MOD_DONE
						}
						state, next_state;
		logic [31:0] sub_hold, numerator_hold, denominator_hold;
		always_ff @ (posedge clk, negedge reset_n) begin
			if (reset_n == 1'b0) begin
				state = RESET;
			end 
			else begin
				state = next_state;
			end
		end
		always_comb begin
		next_state = state;
			unique case (state)
				RESET: begin
					next_state = WAIT;
				end
				WAIT: begin
					if (modular_ready == 1'b1)
						next_state = MOD_INIT;
				end
				MOD_INIT: begin
					if(numerator_hold < denominator_hold)
						next_state = MOD_DONE;
					else
						next_state = MOD_ASSIGN;
				end
				MOD_ASSIGN: begin
						next_state = MOD_INIT;
				end
				MOD_DONE: begin
					if(modular_ready == 1'b0)
						next_state = WAIT;
				end
				default: ;
			endcase
		end
		always_ff @(posedge clk) begin
			unique case (state)
				RESET: begin
					result <= 32'd0;
					sub_hold <= 32'd0;
					numerator_hold <= 32'd0;
					denominator_hold <= 32'd0;
					modular_done <= 1'b0;
				end
				WAIT: begin
					numerator_hold <= numerator;
					denominator_hold <= denominator;
				end
				MOD_INIT: begin
					sub_hold = numerator_hold - denominator_hold;
				end
				MOD_ASSIGN: begin
					numerator_hold = sub_hold;
				end
				MOD_DONE: begin
					result = numerator_hold;
					modular_done = 1'b1;
				end
				default: ;
			endcase
		end
endmodule 
module modular_exponentiation(input clk, reset_n, modexp_ready,
										input [31:0] base, power, e, denominator,
										output logic modexp_done,
										output logic [31:0] result);
	logic [31:0] counter;
	logic [31:0] product, modulo_result;
	logic modular_ready, modular_done; 
	logic mult_ready, mult_done;
	logic multiplier_reset;
	logic modulo_reset;
	logic [31:0] C, M, n;
	modular modular0(.clk(clk), .reset_n(modulo_reset), .modular_ready(modular_ready), .numerator(product), .denominator(n), .modular_done(modular_done), .result(modulo_result));
	multiplier_sm mult0(.clk(clk), .reset_n(multiplier_reset), .mult_ready(mult_ready), .in1(C), .in2(M), .mult_done(mult_done), .out(product));
		enum logic [2:0] {	RESET, WAIT, INIT_RESET_0, INIT_RESET_1, MULTIPLY, MODULO, CHECK_COUNTER, MODEXP_DONE
							}
							state, next_state;
		always_ff @ (posedge clk, negedge reset_n) begin
			if (reset_n == 1'b0) begin
				state = RESET;
				counter = 32'd0;
			end 
			else begin
				state = next_state;
				if(state == CHECK_COUNTER)
					counter = counter + 1'b1;
			end
		end
	always_comb begin
		next_state = state;
			unique case (state)
				RESET: begin
					next_state = WAIT;
				end
				WAIT: begin
					if (modexp_ready == 1'b1)
						next_state = INIT_RESET_0;
				end
				INIT_RESET_0:
				begin
					next_state = INIT_RESET_1;
				end
				INIT_RESET_1:
				begin
					next_state = MULTIPLY;
				end
				MULTIPLY: begin
					if(mult_done == 1'b1)
						next_state = MODULO;
				end
				MODULO: begin
					if(modular_done == 1'b1)
						next_state = CHECK_COUNTER;
				end
				CHECK_COUNTER:
				begin
					if(counter < e)
						next_state = INIT_RESET_0;
					else if(counter >= e)
						next_state = MODEXP_DONE;
				end
				MODEXP_DONE: begin
					if(modexp_ready == 1'b0)
						next_state = WAIT;
				end
				default: ;
			endcase
		end
		always_ff @(posedge clk) begin
			unique case (state)
				RESET: begin
					multiplier_reset <= 1'b0;  
					modulo_reset <= 1'b0;
					result <= 32'd0;
					mult_ready <= 1'b0;
					modexp_done <= 1'b0;
					modular_ready <= 1'b0;
					C <= 32'd0;
					M <= 32'd0;
					n <= 32'd0;
				end
				WAIT: begin
					C <= base;
					M <= power;
					n <= denominator;
					multiplier_reset <= 1'b1;  
					modulo_reset <= 1'b1;
				end
				INIT_RESET_0: begin
					multiplier_reset <= 1'b0;  
					modulo_reset <= 1'b0;  
				end
				INIT_RESET_1: begin
					multiplier_reset <= 1'b1;
					modulo_reset <= 1'b1;  
				end
				MULTIPLY: begin
					mult_ready <= 1'b1;
				end
				MODULO: begin
					mult_ready = 1'b0;
					modular_ready = 1'b1;
				end
				CHECK_COUNTER: begin
					modular_ready = 1'b0;
					C = modulo_result;
				end
				MODEXP_DONE: begin
					result = C;
					modexp_done = 1'b1;
				end
				default: ;
			endcase
		end
endmodule 
module multiplier_sm (input clk, reset_n, mult_ready,
							input [31:0] in1,in2,
							output logic mult_done,
						 output logic [31:0] out);
		logic [31:0] counter;
		logic [31:0] temp_sum;
		enum logic [2:0] {	RESET, WAIT, MULTIPLY_LOOP_0, MULTIPLY_LOOP_1, MULTIPLY_DONE
							}
							state, next_state;
		always_ff @ (posedge clk, negedge reset_n) begin
			if (reset_n == 1'b0) begin
				state <= RESET;
				counter <= 32'd0;
			end 
			else begin
				state = next_state;
				if (state == MULTIPLY_LOOP_0)
					counter <= counter + 1'b1;
			end
		end
		always_comb begin
			next_state = state;
			unique case (state)
				RESET: begin
					next_state = WAIT;
				end
				WAIT: begin
					if (mult_ready == 1'b1)
						next_state = MULTIPLY_LOOP_0;
				end
				MULTIPLY_LOOP_0: begin
					if(counter == (in2 + 1'b1))
						next_state = MULTIPLY_DONE;
					else if(counter < (in2 + 1'b1))
						next_state = MULTIPLY_LOOP_1;
				end
				MULTIPLY_LOOP_1: begin
						next_state = MULTIPLY_LOOP_0;
				end
				MULTIPLY_DONE: begin
					if(mult_ready == 1'b0)
						next_state = WAIT;
				end
				default: ;
			endcase
		end
		always_ff @(posedge clk) begin
			unique case (state)
				RESET: begin
					out <= 32'd0;
					temp_sum <= 32'd0;
					mult_done <= 1'b0;
				end
				WAIT: begin
				end
				MULTIPLY_LOOP_0: begin
					temp_sum = out + in1;
				end
				MULTIPLY_LOOP_1: begin
					out = temp_sum;
				end
				MULTIPLY_DONE: begin
					mult_done = 1'b1;
				end
				default: ;
			endcase
		end
endmodule	
module rsa_encrypt(input clk, reset_n, compute,
						input [31:0] M, e, n,
						output logic [31:0] C,
						output logic encrypt_done);
	enum logic [2:0] {	RESET, WAIT, MOD_EXP_LOOP, MODULAR, FINISHED
							}
							state, next_state;
	logic [31:0] Cout, Cin, Cfinal;
	logic modular_ready, modular_done, modexp_done, modexp_ready;
	modular_exponentiation me0(.clk(clk), .reset_n(reset_n), .modexp_ready(modexp_ready), .base(Cin), .e(e), .power(M), .denominator(n), .modexp_done(modexp_done), .result(Cout));
	modular mod0(.clk(clk), .reset_n(reset_n), .modular_ready(modular_ready), .numerator(Cout), .denominator(n), .modular_done(modular_done), .result(Cfinal));
	always_ff @ (posedge clk, negedge reset_n) begin
		if (reset_n == 1'b0) begin
			state <= RESET;
		end 
		else 
		begin
				state <= next_state;
		end
	end
	always_comb begin
		next_state = state;
		unique case (state)
			RESET: begin
				next_state = WAIT;
			end
			WAIT: begin
				if (compute == 1'b1)
					next_state = MOD_EXP_LOOP;
			end
			MOD_EXP_LOOP: begin
				if(modexp_done == 1'b1)
					next_state = MODULAR;
			end
			MODULAR: begin
				if(modular_done == 1'b1)
					next_state = FINISHED;
			end
			FINISHED: begin
				if(compute == 1'b0)
					next_state = WAIT;
				else
					next_state = FINISHED;
			end
			default: ;
		endcase
	end
	always_ff @(posedge clk) begin
		unique case (state)
			RESET: begin
				Cin <= 32'd1;
				C <= 32'd0;
				modexp_ready <= 1'b0;
				modular_ready <= 1'b0;
				encrypt_done <= 1'b0;  
			end
			WAIT: begin
			end
			MOD_EXP_LOOP: begin
				modexp_ready = 1'b1;
			end
			MODULAR: begin
				modexp_ready = 1'b0;
				modular_ready = 1'b1;
			end
			FINISHED: begin
				modular_ready = 1'b0;
				C = Cfinal;
				encrypt_done = 1'b1;
			end
			default: ;
		endcase
	end
endmodule
==> results.toml <==
# flow metrics
[die]
die_x_um = 240
rows = 87
io_pins = 132
fp_util_pct = 50.5
die_h_um = 240
core_um2 = 56300
die_area_um2 = 57800

[routing]
remaining_drc_errors = 0
dr_total_vias = 19600
first_iter_violations = 823
wl_mm = 66.5
via_per_inst = 5.09
dr.pass1.iters = 5
detail-route-antenna-nets = 0
wire_per_inst_um = 17.3

[min_path]
hp-class = "in2async"

[logic_synthesis]
synthTopLogicFamily = "simple AND/OR/NAND/NOR gates"
ys_sh_adder_pct = 7.35
ys_seq_elements = 579
synth.area.mux_share_pct = 0.150
simple_gate_share_pct = 15.4
compound_area_share_pct = 9.63
edf_count = 490
ys_types = 68
syn-mean-instance-area_um2 = 12.3
ys_seq_share_pct = 59.6
yosysWarningCount = 4
synthFlopType = "edfxtp_1"
syn_area_um2 = 28400
ys_area_um2 = 28400
yosysCellCount = 2312
synth-async-reset-ratio_pct = 15.4
synthXorXnorAreaFrac_pct = 4.96
netlist_instances = 2312

[power_and_ir_drop]
ir_drop_v = 0.00152
powerDensity_nw_per_um2 = 1870
total_power_w = 0.0749
p_leak_nw = 17.8

[global_route]
grt_pass1_wl_mm = 103
antenna_found_initial = 0
overflow = 0
grt_pass1_vias = 19800
grt_max_degree = 68
grt_use_total_pct = 24.8

[timing]
worst_slew_pin_slew_ns = 0.535
finalClockPeriodUsage_pct = 226
fin_crit_ns = 3.62
max_freq_mhz = 276
rsz0062_at_grt = "true"
drv_slew = 0
layout_setup_ws_ns = -2.02
setup_viol = 239
finalClockSkew_ns = 0.0195
setup_tns_ns = -206.30
worst_slew_margin_rel_pct = 64.2
hold_viol_final = 0

[layout]
areaGrowthSynthToFinish_pct = 40.6
finalInstanceArea_um2 = 40000
fin_util_pct = 71.0
drive_gt1_share_pct = 33.4

[cts]
path_clk_slew_ns = 0.06
cts_sinks = 579
clk_latency_ns = 0.63
cts_tree = "done"
cts_buffers = 61
clockRootBuffer = "clkbuf_16"
cts-htree-levels = 2
clk_path_buf_depth = 3

[worst_setup_path]
critical_path_class = "reg2reg"
cpLargestDelayFamily = "simple AND/OR/NAND/NOR gates"
crit_slowest_cell = "nor4_4"
crit_chain = "and4_1 -> and3_4 -> and3_4 -> and3_4 -> nand4_1 -> buf_6 -> nor2_4 -> xnor2_2 -> ha_1 -> nand4_1 -> nor4_4 -> a221oi_4 -> o21ai_2 -> and4_4 -> buf_6 -> nand4_1 -> xnor2_1"
crit_path_start_kind = "flop"
path_max_fanout = 8
critPathBufInv = 2
cp.required_ns = 2.11
endpoint_kind = "flop"
cp.arrival_ns = 4.13
max_stage_delay_ns = 0.38

[run_status]
violations = "negative setup slack"
status = "finished with violations"

[placement]
placed_cell_area_um2 = 35200
portBuffers = 131
place_ws_ns = -2.02
place_congestion = 0.933
dpl.hpwl_mm = 45.2

[flow_run]
max-cap-violations = 0
warnings = 29
-- cell type report --
cell class / count / area, um^2
Multi-Input combinational cell: 1521 / 12800
Sequential cell: 579 / 16900
Inverter: 141 / 529
Tap cell: 756 / 946
Antenna cell: 1 / 2.50
Clock inverter: 45 / 563
Fill cell: 3657 / 16300
Timing Repair Buffer: 732 / 6590
Clock buffer: 71 / 1560
-- per-stage QoR --
stage          std cells  hold slack [ns]
5_1_grt             3845            0.176
3_5_place_dp        3648            0.260
6_report            3846            0.167
3_3_place_gp        3648            0.254
4_1_cts             3810            0.145
2_1_floorplan       2313           0.0244
-- worst paths after layout --
kind                             startpoint               endpoint  slack, ns  cells after the start
setup / recovery                  me0.M[10]  me0.mult0.counter[19]      -2.02                     17
hold / removal                      reset_n        me0.counter[31]       0.17                      2
setup reg to reg                  me0.M[10]  me0.mult0.counter[19]      -2.02                     17
hold reg to reg            me0.modulo_reset  me0.mult0.counter[31]       0.31                      1
max in group asynchronous           reset_n           me0.state[0]       0.84                      3
min in group clk0                     M[10]              me0.M[10]       0.36                      2
-- logic make-up after synthesis --
| family | Yosys count |
|---|---|
| AND-OR/OR-AND | 390 |
| XOR/XNOR | 161 |
| adder cells (fa/ha/maj) | 165 |
| multiplexers | 4 |
| buffers and inverters | 213 |
| AND/OR/NAND/NOR | 799 |
| other | 1 |
| flip-flops | 579 |
-- layout by cell type (no fill, tap or decap), types with 27 or more instances in the layout --
cell | Yosys | routed
clkbuf_16 | 0 | 66
ha_1 | 162 | 123
nand4_1 | 33 | 33
dlymetal6s2s_1 | 0 | 33
xor2_1 | 72 | 66
and2_1 | 337 | 333
a21oi_1 | 87 | 48
ha_4 | 0 | 37
inv_1 | 140 | 130
buf_4 | 1 | 501
nand2_1 | 81 | 63
buf_6 | 0 | 65
dfrtp_1 | 87 | 84
xnor2_1 | 89 | 60
a21o_1 | 73 | 73
a21oi_2 | 0 | 27
nand3_1 | 57 | 28
edfxtp_1 | 490 | 490
and3_1 | 41 | 34
clkdlybuf4s50_1 | 0 | 97
a22o_1 | 67 | 67
nor2_1 | 146 | 117
-- where the power goes --
group	internal, W	leakage (nW)	switching (W)
clock network	0.00897	1.04	0.00599
logic	0.0185	10.4	0.0160
registers	0.0231	6.34	0.00235
total	0.0505	17.8	0.0243
-- synth_stat cells, drive strengths merged (7+ instances only) --
cell type  number  share of area, %
a21o           73               1.9
dfrtp          87               7.7
or3            10              0.22
a31oi          10              0.22
ha            162               7.1
or2            15              0.33
edfxtp        490                52
and3           41              0.90
a211oi         10              0.26
inv           140               1.8
and2          337               7.4
o31ai           7              0.18
nor3           25              0.46
a21oi          87               1.5
nand2b         15              0.36
nand2          81               1.1
nor2          146               1.9
xnor2          89               2.7
o21ai          57               1.0
o21a           22              0.58
a22o           67               2.1
xor2           72               2.2
nand3          57               1.0
nand4          33              0.73
nor2b          16              0.35
and4           14              0.43
o21bai         11              0.29
clkbuf         71              0.94
o211ai         10              0.26
-- flip-flops by register name (all words and copies together) (netlist names), 5 cells and up --
register,count
me0.modular0.numerator_hold,32
me0.C,32
mod0.sub_hold,32
C,32
me0.modular0.denominator_hold,32
mod0.numerator_hold,32
me0.mult0.temp_sum,32
me0.result,32
me0.n,32
mod0.result,32
me0.mult0.out,32
me0.modular0.sub_hold,32
me0.modular0.result,32
me0.state,8
me0.M,32
me0.mult0.counter,32
me0.counter,32
mod0.denominator_hold,32
me0.modular0.state,5
-- routing by layer --
layer  share of wire, %  track usage, %  wire length, um  vias up
met5                  0               0                0        -
met4                1.8            4.09             1230        0
met3                9.6            10.7             6380       72
met2                 43            33.8            28600      478
met1                 46            40.7            30300     9269
li1                   -               -                -     9756
-- timing repair --
action | in CTS | in global routing
endpoints found under the setup margin | 325 | 329
buffers inserted | 55 | 51
resized | 203 | 189
cloned | 2 | 6
pin swaps | 163 | 154
hold buffers | 1 | 0
endpoints found under the hold margin | 47 | 0
No activity file was given, so power comes from the tool's default toggle rates.
